`design.v`:
```
module receiver #(
  parameter [31:0] CLOCK_FREQUENCY = 32'd100_000_000,
  parameter [31:0] BAUD_RATE       = 32'd230400,
  parameter [31:0] WORD_WIDTH      = 32'd8
) (
  input                   clk,
  input                   rst,
  input                   din,
  output [WORD_WIDTH-1:0] dout,
  input                   full,
  output                  we
);
  localparam [31:0] CLOCKS_PER_BIT = CLOCK_FREQUENCY / BAUD_RATE;
  typedef enum logic [1:0] {
    STATE_WAIT         = 2'h0,
    STATE_RECEIVE_BITS = 2'h1,
    STATE_WRITE_WORD   = 2'h2
  } state_t;
  state_t                state;
  logic [WORD_WIDTH+1:0] data;
  logic [31:0]           clock_counts;
  logic                  half_clock_counts;
  logic                  full_clock_counts;
  assign dout = data[WORD_WIDTH:1];
  assign we = (state == STATE_WRITE_WORD);
  always_ff@(posedge clk)
  if (rst)
    state <= STATE_WAIT;
  else
    case (state)
      STATE_WAIT:         state <= (~din) ? STATE_RECEIVE_BITS : state;
      STATE_RECEIVE_BITS:
        if (full_clock_counts) begin
          if (~data[0])
            state <= (data[WORD_WIDTH+1] && (~full)) ? STATE_WRITE_WORD : STATE_WAIT;
          else
            state <= (data == {{WORD_WIDTH+2}{1'b1}}) ? STATE_WAIT : state;
        end
        else
          state <= state;
      STATE_WRITE_WORD:   state <= STATE_WAIT;
      default:            state <= state;
    endcase
  always_ff@(posedge clk)
  if (rst)
    data <= {{WORD_WIDTH+2}{1'b1}};
  else
    case (state)
      STATE_RECEIVE_BITS: data <= half_clock_counts ? {din, data[WORD_WIDTH+1:1]} : data;
      STATE_WRITE_WORD:   data <= data;
      default:            data <= {{WORD_WIDTH+2}{1'b1}};
    endcase
  always_ff@(posedge clk)
  if (rst)
    clock_counts <= 32'h0;
  else
    case (state)
      STATE_RECEIVE_BITS: clock_counts <= full_clock_counts ? 32'h0 : clock_counts + 32'h1;
      default:            clock_counts <= 32'h0;
    endcase
  assign half_clock_counts = (clock_counts == (CLOCKS_PER_BIT / 2));
  assign full_clock_counts = (clock_counts == (CLOCKS_PER_BIT - 1));
endmodule
```
`run.sh`:
```
#!/bin/bash
# OpenROAD 26Q1-2900-gdf79404cd8, Yosys 0.63+post, stock flow scripts
make -C /OpenROAD-flow-scripts/flow DESIGN_CONFIG=/design/flow/config.mk WORK_HOME=/design/flow/orfs finish
```
`config.mk`:
```
export PLATFORM = sky130hd
export DESIGN_NAME = receiver
export DESIGN_NICKNAME = receiver
export VERILOG_FILES = /design/flow/design.v
export SDC_FILE = /design/flow/constraint.sdc
export NUM_CORES = 4
export LEC_CHECK = 1
export CORE_AREA = 10 10 114 114
export DIE_AREA = 0 0 124 124
```
`constraint.sdc`:
```
current_design receiver

set clk_period 4.7
set clk_io_pct 0.2

create_clock -name clk0 -period $clk_period [get_ports {clk}]

set non_clock_inputs [all_inputs -no_clocks]
set_input_delay [expr $clk_period * $clk_io_pct] -clock clk0 $non_clock_inputs
set_output_delay [expr $clk_period * $clk_io_pct] -clock clk0 [all_outputs]
```
==> results.yml <==
# generated from flow reports
setup_path:
  crit_type: "in -> reg"
  cp_data_required_time_ns: 4.89
  critPathLaunchType: "input pin"
  cp-end-kind: "flip-flop"
  crit_buf_inv: 2
  critical_path.max_stage_delay_ns: 0.66
  critPathSlowestCell: "or4_1"
  crit_family: "simple AND/OR/NAND/NOR gates"
  critPathLaunch: "rst"
  rr_startpoint: "clock_counts[0]"
  path_cells: "clkdlybuf4s50_1 -> nor2_1 -> inv_1 -> or4_1 -> o22a_1"
  crit_fanout: 10
  arrival_ns: 2.70
pwr:
  p_per_area_nw_per_um2: 276
  p_leak_nw: 0.671
  p_total_mw: 0.640
  peakVddDrop_v: 0.000110
floorplan:
  dieArea_sq_um: 15400
  core.rowCount: 37
  floorplan.core_util_pct: 19.4
  die_w_um: 124
  die_h_um: 124
  io_pins: 13
  core-area_sq_um: 10400
sta:
  period_used_pct: 53.3
  whs_ns: 0.464
  hold_viol: 0
  setup_viol_count_final: 0
  slew_viol_final: 0
  finalSetupTns_ns: 0
  maxSlewHeadroom_pct: 67.4
  rsz0062_at_grt: "false"
  fin_skew_ns: 0.00470
  fmax_ghz: 0.399
  fin_crit_ns: 2.50
  tightestPinTransition_ns: 0.487
yosys:
  ys_async_sr_fraction_pct: 0
  syn_inst: 226
  ys_cells: 226
  top_cells_by_count: "45 x dfxtp_1, 40 x nor2_1, 20 x xnor2_1, 12 x nand3_1, 11 x nand2_1"
  ys.flop_type: "dfxtp_1"
  synth_cell_type_count: 34
  top_cells_by_area: "dfxtp_1 45%, xnor2_1 8.7%, nor2_1 7.4%"
  synth_dominant_cell_count: "dfxtp_1"
  ys_chip_area_sq_um: 2020
  yosysTopAreaCell: "dfxtp_1"
  synth_area_sq_um: 2020
  yosysWarnings: 1
  ys_seq_share_pct: 44.6
  ys_ff: 45
  syn_avg_cell_area_sq_um: 8.94
  yosysTopAreaCellShare_pct: 44.6
  edf_count: 0
run:
  warning_count: 26
  maxCapViolCount: 0
routing:
  wl_um: 3750
  drc: 0
  drtPass1Iterations: 4
  drtAntennaViolNets: 0
  drt_iter0_markers: 135
  wire_per_inst_um: 10.2
  vias: 1570
  via_per_inst: 4.28
  diodes: 0
placed_design:
  dp_hpwl_um: 2590
  port_buffers: 12
  gp_congestion: 0.763
outcome:
  status: "finished clean"
final_layout:
  filler_cell_count: 1123
  syn_to_final_growth_pct: 14.9
  drive_above_1_share_pct: 5.63
clocking:
  cts_tree: "built"
  post_cts_buffers: 0
  clk_latency_ns: 0.30
  cts_buffer_depth: 2
  h-tree-depth: 2
  path_clk_slew_ns: 0.09
  ctsResizeCount: 0
  clock-sinks: 45
  cts-root-buf: "clkbuf_8"
  cts_hold_buffers: 0
  cts_made_buffers: 5
grt:
  grt_overflow_total: 0
  grt_pass1_wl_um: 6150
  grt_pass1_vias: 1311
  grt_use_total_pct: 4.76
  grt_antenna_before_repair: 0
  grt_max_degree: 32
worst_hold_path:
  min_from: "clock_counts[0]"
  min_path_type: "reg -> reg"
==> power breakdown <==
group	switching (mW)	internal [mW]	total, mW
Combinational	0.0114	0.00781	0.0193
Clock	0.133	0.104	0.237
Sequential	0.00110	0.383	0.384
==> kinds of logic after synthesis <==
logic type / count (synthesis) / synth area share [%]
xor+xnor: 29 / 12.6
mux: 1 / 0.496
buf+inv: 21 / 5.51
fa+ha+maj: 2 / 1.24
compound gates: 18 / 7.56
flops: 45 / 44.6
simple gates: 110 / 28.0
==> cells in the final DEF, fill, tap and decap left out, drive strengths merged, types with 9 or more instances in the layout <==
master          n
nor4            9
o22a           10
xor2            9
clkdlybuf4s50  12
nand4           9
nor3            9
nand2          11
nand3          12
dfxtp          45
xnor2          20
nor2           40
==> layout make-up <==
cell class / count / area [sq um] / share of cell area (%)
tap: 136 / 170 / 7.34
timing repair buffer: 13 / 128 / 5.50
clock inverter: 3 / 22.5 / 0.971
clock buffer: 5 / 68.8 / 2.97
inverter: 5 / 18.8 / 0.809
sequential: 45 / 901 / 38.8
multi-input combinational: 160 / 1010 / 43.6
==> state kept, by name, summed over array words and instances, names as in the netlist <==
register,flops
clock_counts,32
data,10
state,3
==> metrics by stage <==
| stage | area (sq um) | utilization [%] | std cells | setup WS [ns] |
|---|---|---|---|---|
| global route | 2320 | 22.3 | 367 | 2.09 |
| detailed placement | 2230 | 21.4 | 359 | 1.87 |
| floorplan | 2020 | - | 226 | 2.62 |
| finish | 2320 | 22.3 | 367 | 2.20 |
| CTS | 2320 | 22.3 | 367 | 2.20 |
| global placement | 2230 | 21.4 | 359 | 1.93 |
==> final timing paths <==
kind | cells after the start | to | slack, ns
worst max register to register | 6 | data[4] | 2.43
worst max-delay path | 5 | data[4] | 2.20
worst min-delay path | 1 | clock_counts[0] | 0.46
worst min register to register | 1 | clock_counts[0] | 0.46
==> layer usage <==
layer	wire [um]	GRT usage, %	up-vias
met5	0	0	-
met1	1880	7.17	728
met4	47	0.719	0
met3	360	1.65	5
met2	1460	6.56	40
li1	-	-	797
No activity file was given, so power comes from the tool's default toggle rates.
