===== /design/flow/config.mk =====
export PLATFORM = sky130hd
export DESIGN_NAME = uartTop
export DESIGN_NICKNAME = uartTop
export VERILOG_FILES = /design/flow/design.v
export SDC_FILE = /design/flow/constraint.sdc
export NUM_CORES = 4
export LEC_CHECK = 1
export CORE_UTILIZATION = 50

===== /design/flow/constraint.sdc =====
current_design uartTop

set clk_period 2.7
set clk_io_pct 0.2

create_clock -name clk0 -period $clk_period [get_ports {CLK100M}]

set non_clock_inputs [all_inputs -no_clocks]
set_input_delay [expr $clk_period * $clk_io_pct] -clock clk0 $non_clock_inputs
set_output_delay [expr $clk_period * $clk_io_pct] -clock clk0 [all_outputs]

===== /design/flow/design.v =====
`timescale 1ns / 1ps
module uart_rx(
    input i_clk,
    input i_rx_serial,
    output o_rx_dv,
    output [7:0] o_rx_byte
);
    parameter p_CLKS_PER_BIT = 10417;
    localparam IDLE = 0;
    localparam RX_START_BIT = 1;
    localparam RX_DATA_BITS = 2;
    localparam RX_STOP_BIT = 3;
    localparam CLEANUP = 4;
    reg [2:0] r_SM_Main = IDLE;
    reg [13:0] r_Clk_Count = 0;
    reg [2:0] r_Bit_Index = 0;
    reg [7:0] r_RX_Byte = 0;
    reg r_RX_DV = 0;
    assign o_rx_dv = r_RX_DV;
    assign o_rx_byte = r_RX_Byte;
    always @(posedge i_clk) begin
        case (r_SM_Main)
            IDLE: begin
                r_RX_DV <= 0;
                r_Clk_Count <= 0;
                r_Bit_Index <= 0;
                r_RX_Byte <= 0;
                if (i_rx_serial == 0) begin
                    r_SM_Main <= RX_START_BIT;
                end
            end
            RX_START_BIT: begin
                if (r_Clk_Count == (p_CLKS_PER_BIT / 2) - 1) begin
                    if (i_rx_serial == 0) begin
                        r_Clk_Count <= 0;
                        r_SM_Main <= RX_DATA_BITS;
                    end else begin
                        r_SM_Main <= IDLE;
                    end
                end else begin
                    r_Clk_Count <= r_Clk_Count + 1;
                end
            end
            RX_DATA_BITS: begin
                if (r_Clk_Count < p_CLKS_PER_BIT - 1) begin
                    r_Clk_Count <= r_Clk_Count + 1;
                end else begin
                    r_Clk_Count <= 0;
                    r_RX_Byte[r_Bit_Index] <= i_rx_serial;
                    if (r_Bit_Index < 7) begin
                        r_Bit_Index <= r_Bit_Index + 1;
                    end else begin
                        r_SM_Main <= RX_STOP_BIT;
                    end
                end
            end
            RX_STOP_BIT: begin
                if (r_Clk_Count < p_CLKS_PER_BIT - 1) begin
                    r_Clk_Count <= r_Clk_Count + 1;
                end else begin
                    if (i_rx_serial == 1) begin
                        r_SM_Main <= CLEANUP;
                    end else begin
                        r_SM_Main <= IDLE;
                    end
                end
            end
            CLEANUP: begin
                r_RX_DV <= 1;
                r_SM_Main <= IDLE;
            end
            default: begin
                r_SM_Main <= IDLE;
            end
        endcase
    end
endmodule
`timescale 1ns / 1ps
module uart_tx(
    input clk,
    input reset,
    input tx_start,
    input [7:0] data_in,
    output reg tx_done,
    output reg tx
    );
    reg [1:0] state;
    reg [15:0] counter;
    reg [7:0] data;
    reg [2:0] bit_count;
    parameter BAUD_RATE = 10417;
    initial begin
        state = 0;
        counter = 0;
        data = 0;
        bit_count = 0;
        tx_done = 0;
        tx = 1;
    end
    always @(posedge clk) begin
        if (reset) begin
            state <= 0;
            counter <= 0;
            data <= 0;
            bit_count <= 0;
            tx_done <= 0;
            tx <= 1;
        end else begin
            case (state)
                0: begin
                    if (tx_start) begin
                        data <= data_in;
                        state <= 1;
                        counter <= 0;
                        tx <= 0;
                        tx_done <= 0;
                    end
                end
                1: begin
                    if (counter == BAUD_RATE) begin
                        state <= 2;
                        counter <= 0;
                        tx <= data[0];
                        bit_count <= 0;
                    end else begin
                        counter <= counter + 1;
                    end
                end
                2: begin
                    if (counter == BAUD_RATE) begin
                        if (bit_count == 7) begin
                            state <= 3;
                            counter <= 0;
                            tx <= 1;
                        end else begin
                            bit_count <= bit_count + 1;
                            tx <= data[bit_count + 1];
                            counter <= 0;
                        end
                    end else begin
                        counter <= counter + 1;
                    end
                end
                3: begin
                    if (counter == BAUD_RATE) begin
                        state <= 0;
                        tx_done <= 1;
                    end else begin
                        counter <= counter + 1;
                    end
                end
            endcase
        end
    end
endmodule
module uartTop(
        input CLK100M,      
        input rx,          
        input [15:0] SW,     
        output [15:0] LED,    
        output tx,          
        inout PS2Clk,       
        inout PS2Data       
        );
    wire [7:0] rx_byte;
    wire rx_dv;
    wire tx_done;
    reg tx_start;
    reg [7:0] tx_data;
    reg tx_busy;
    always @(posedge CLK100M) begin
        if (rx_dv && !tx_busy) begin
            tx_data <= rx_byte;
            tx_start <= 1;
            tx_busy <= 1;
        end else if (tx_done) begin
            tx_start <= 0;
            tx_busy <= 0;
        end else begin
            tx_start <= 0;
        end
    end
    uart_rx #(
        .p_CLKS_PER_BIT(10417)
    ) uart_rx_inst (
        .i_clk(CLK100M),
        .i_rx_serial(rx),
        .o_rx_dv(rx_dv),
        .o_rx_byte(rx_byte)
    );
    uart_tx #(
        .BAUD_RATE(10417)
    ) uart_tx_inst (
        .clk(CLK100M),
        .reset(0),  
        .tx_start(tx_start),
        .data_in(tx_data),
        .tx_done(tx_done),
        .tx(tx)
    );
    assign LED[7:0] = rx_byte;
    assign LED[8] = rx_dv;
    assign LED[9] = tx_done;
    assign LED[10] = tx_busy;
    assign LED[11] = tx_start;
    assign LED[15:12] = 0;
    assign PS2Clk = 1'bz;  
    assign PS2Data = 1'bz;  
endmodule

===== /design/flow/run.sh =====
#!/bin/bash
# OpenROAD 26Q1-2900-gdf79404cd8, Yosys 0.63+post, stock flow scripts
make -C /OpenROAD-flow-scripts/flow DESIGN_CONFIG=/design/flow/config.mk WORK_HOME=/design/flow/orfs finish

==> job_summary.md <==
## PnR job results

| Metric | Value |
|---|---|
| CTS tree | built |
| Peak supply drop | 0.7131 mV |
| WP data required | 2780 ps |
| Final HPWL DP | 3889 um |
| Xor/xnor share | 6.895% |
| RePlAce Congestion | 0.8166 |
| Seq/Total Area, Yosys | 56.52% |
| Combinational power share | 24.2% |
| Die area | 7714 um2 |
| Clock Skew | 6.916 ps |
| Worst slew pin tran | 737.9 ps |
| # clock sinks | 70 |
| Fmax | 474.9 MHz |
| Clk root buf | clkbuf_8 |
| Area leader share | 55.43% |
| # rows | 30 |
| Synth-to-layout area growth | 11.28% |
| 1st-iter DRT viols | 66 |
| Internal power | 0.002674 W |
| Max Slew Vio Count | 0 |
| P_leak | 1.452 nW |
| Layout Cells excl Fill | 440 |
| Crit. End Element | flip-flop |
| Adders+Majority by Area | 4.416% |
| Most frequent logic cell in the layout | edfxtp_1 |
| Yosys reg bits | 70 |
| Post-CTS sizing | 0 |
| # setup viols final | 0 |
| ANT nets after route | 0 |
| Die width | 87.83 um |
| Syn Area/Cell | 11.26 um2 |
| CP Class | flip-flop to flip-flop |
| Wire length per cell | 13.12 um |
| Crit path arrival time | 2190 ps |
| Die Y | 87.83 um |
| Core footprint | 6944 um2 |
| CP Launch Type | flip-flop |
| Tool warnings | 48 |
| AO/OA Area Share | 5.197% |
| Yosys Chip Area | 3684 um2 |
| Post-Synth Simple-Gate Area | 19.57% |
| Clock transition at the registers of the reported paths | 80 ps |
| Pin count of the biggest net entering global routing | 17 |
| Drc violations | 0 |
| MUX area fraction | 2.242% |
| # Max-Cap Violations | 0 |
| CP max FO | 13 |
| All-layer global routing usage | 17.34% |
| Hold buffers post-CTS | 0 |
| Yosys warns | 6 |
| Pre-Place Util | 53.05% |
| Post-CTS setup buffers | 0 |
| Placed cell area | 3854 um2 |
| PortBufs | 14 |
| Cells after synthesis | 327 |
| Worst slew margin | 50.70% |
| Final Hold Vio Count | 0 |
| Period utilization | 78.00% |
| Status | finished, final reports clean |
| Max H-tree Level | 3 |
| Fraction of power spent switching nets | 31.19% |
| Vias in the first global route | 2,089 |
| Total Power | 0.003886 W |
| Antenna cell count | 0 |
| PwrDens | 948.1 nW/um2 |
| Final instance area | 4099 um2 |
| Final setup TNS | 0 ps |
| Vias | 2,311 |
| Global-route wire length before repair | 9804 um |
| Cell taking the most area after synthesis | edfxtp_1 |
| Synth Cell Area | 3684 um2 |
| Clock share of power | 26.1% |
| Ys cells | 327 |
| I/O pin count | 37 |
| First-pass iteration count of the detailed router | 4 |
| Top cells by area | edfxtp_1, xnor2_1, nor2_1, ha_1, buf_4 |
| Main logic family | simple AND/OR/NAND/NOR gates |
| Clk buf depth | 2 |
| Worst min path class | flip-flop to flip-flop |
| Grt ovf | 0 |
| Reg power frac | 49.7% |
| Clock latency (worst-skew pair) | 340 ps |
| Fin crit period | 2106 ps |
| Layout cells sized above 1 | 6.686% |
| Psw | 0.001212 W |
| Initial antenna violation count | 0 |
| Total wire length | 5771 um |
| Vias/cell | 5.252 |
| RSZ-0062 raised after global routing | no |
| Top Layout Cells | edfxtp_1, nor2_1, xnor2_1, nand2_1 |
| Cells after DPL | 424 |
| Number of CTS-inserted buffers | 9 |
| Yosys cell types | 42 |
## registers in the layout (all words and copies together) (netlist names)
name                      cells
uart_tx_inst.bit_count        3
tx_busy                       1
uart_rx_inst.r_RX_Byte        8
uart_tx_inst.counter         16
uart_rx_inst.r_RX_DV          1
uart_rx_inst.r_Bit_Index      3
uart_rx_inst.r_SM_Main        3
uart_tx_inst.data             8
tx_start                      1
uart_tx_inst.tx               1
tx_data                       8
uart_rx_inst.r_Clk_Count     14
uart_tx_inst.tx_done          1
uart_tx_inst.state            2
## Yosys cell counts (all sizes together)
cell type / n
clkbuf: 6
nor4b: 5
nor2: 54
buf: 14
nor2b: 4
o22ai: 1
mux4: 1
mux2i: 6
a311oi: 1
ha: 13
o21ai: 5
and3: 2
a2bb2oi: 2
conb: 1
inv: 15
dfxtp: 2
o311a: 1
or2: 1
nor4: 9
xor2: 4
a22oi: 2
o21a: 1
a21oi: 11
xnor2: 25
nand4: 11
a21o: 1
and2: 6
nand3: 14
nor4bb: 1
nor3: 15
nand2: 17
and3b: 2
nand3b: 1
nand2b: 1
edfxtp: 68
nor3b: 1
and4b: 1
o211ai: 2
## critical path, stage by stage, from the launching register on
cell,delay [ps]
edfxtp_1,610
inv_1,90
ha_1,280
xor2_1,220
nor4b_1,350
mux2i_1,260
nor2_1,50
## metal layers
layer / share of wire [%] / global-route usage, % / wire [um] / vias to the layer above
met1: 51 / 30.83 / 2949 / 1070
met4: 1.4 / 2.534 / 80 / 0
li1: - / - / - / 1196
met5: 0 / 0 / 0 / -
met3: 4.1 / 3.721 / 237 / 9
met2: 43 / 24.74 / 2504 / 36
## cell type report
cell class | instances | area [um2]
clock buffers | 9 | 123.9
clock inverters | 7 | 121.4
fillers | 558 | 2845
inverters | 15 | 56.30
multi-input cells | 227 | 1440
flip-flops and latches | 70 | 2082
well taps | 96 | 120.1
repair buffers | 16 | 155.1
## cells by family after synthesis
| kind of cell | Yosys count |
|---|---|
| simple gates | 145 |
| flops | 70 |
| buf+inv | 35 |
| xor+xnor | 29 |
| compound gates | 27 |
| fa+ha+maj | 13 |
| mux | 7 |
| other cells | 1 |
## power by group through the flow
| stage | clock, W | sequential (W) | combinational (W) |
|---|---|---|---|
| 4_1_cts | 0.00105 | 0.00193 | 0.000954 |
| 5_1_grt | 0.00109 | 0.00198 | 0.00105 |
| 6_report | 0.00101 | 0.00193 | 0.000941 |
## final timing paths
path                                        startpoint                                      end  slack (ps)  cells past startpoint
max          uart_rx_inst.r_Bit_Index[0]$_SDFFCE_PN0P_  uart_rx_inst.r_RX_Byte[2]$_SDFFCE_PN0P_         590                      6
min                               tx_data[0]$_DFFE_PP_           uart_tx_inst.data[0]$_DFFE_PP_         420                      0
max reg2reg  uart_rx_inst.r_Bit_Index[0]$_SDFFCE_PN0P_  uart_rx_inst.r_RX_Byte[2]$_SDFFCE_PN0P_         590                      6
min reg2reg                       tx_data[0]$_DFFE_PP_           uart_tx_inst.data[0]$_DFFE_PP_         420                      0
## metrics by stage
step | hold WS [ps] | utilization, % | setup slack (ps)
floorplan | 400.3 | - | 131.6
global placement | 402.7 | 55.50 | 510.8
detailed placement | 404.5 | 55.50 | 522.8
CTS | 422.4 | 59.03 | 603.1
global route | 430.7 | 59.03 | 413.4
finish | 420.6 | 59.03 | 594.1
Power figures rest on the tool's default switching activity, not on a simulated workload.
