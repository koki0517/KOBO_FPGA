$ cat flow/run.sh
#!/bin/bash
# OpenROAD 26Q1-2900-gdf79404cd8, Yosys 0.63+post, stock flow scripts
make -C /OpenROAD-flow-scripts/flow DESIGN_CONFIG=/design/flow/config.mk WORK_HOME=/design/flow/orfs finish
$ cat flow/config.mk
export PLATFORM = sky130hd
export DESIGN_NAME = transmitter
export DESIGN_NICKNAME = transmitter
export VERILOG_FILES = /design/flow/design.v
export SDC_FILE = /design/flow/constraint.sdc
export NUM_CORES = 4
export LEC_CHECK = 1
export CORE_UTILIZATION = 30
$ cat flow/constraint.sdc
current_design transmitter

set clk_period 6.4
set clk_io_pct 0.2

create_clock -name clk0 -period $clk_period [get_ports {clk}]

set non_clock_inputs [all_inputs -no_clocks]
set_input_delay [expr $clk_period * $clk_io_pct] -clock clk0 $non_clock_inputs
set_output_delay [expr $clk_period * $clk_io_pct] -clock clk0 [all_outputs]
$ cat flow/design.v
module transmitter #(
  parameter [31:0] CLOCK_FREQUENCY = 32'd100_000_000,
  parameter [31:0] BAUD_RATE       = 32'd230400,
  parameter [31:0] WORD_WIDTH      = 32'd8
) (
  input                  clk,
  input                  rst,
  input [WORD_WIDTH-1:0] din,
  input                  empty,
  output                 re,
  output                 dout
);
  localparam [31:0] CLOCKS_PER_BIT = CLOCK_FREQUENCY / BAUD_RATE;
  typedef enum logic [1:0] {
    STATE_WAIT               = 2'h0,
    STATE_ASSERT_READ_ENABLE = 2'h1,
    STATE_READ_WORD          = 2'h2,
    STATE_TRANSMIT_BITS      = 2'h3
  } state_t;
  state_t                state;
  logic [WORD_WIDTH+1:0] data;
  logic [31:0]           clock_counts;
  logic                  full_clock_counts;
  assign re = (state == STATE_ASSERT_READ_ENABLE);
  assign dout = (state == STATE_TRANSMIT_BITS) ? data[0] : 1'b1;
  always_ff@(posedge clk)
  if (rst)
    state <= STATE_WAIT;
  else
    case (state)
      STATE_WAIT:               state <= (~empty) ? STATE_ASSERT_READ_ENABLE : state;
      STATE_ASSERT_READ_ENABLE: state <= STATE_READ_WORD;
      STATE_READ_WORD:          state <= STATE_TRANSMIT_BITS;
      STATE_TRANSMIT_BITS:      state <= (full_clock_counts && (data == {{WORD_WIDTH{1'b0}}, 1'b1})) ? STATE_WAIT : state;
    endcase
  always_ff@(posedge clk)
  if (rst)
    data <= {WORD_WIDTH+1{1'b1}};
  else
    case (state)
      STATE_READ_WORD:     data <= {1'b1, din, 1'b0};
      STATE_TRANSMIT_BITS: data <= full_clock_counts ? {1'b0, data[WORD_WIDTH+1:1]} : data;
      default:             data <= {WORD_WIDTH+1{1'b1}};
    endcase
  always_ff@(posedge clk)
  if (rst)
    clock_counts <= 32'h0;
  else
    case (state)
      STATE_TRANSMIT_BITS: clock_counts <= full_clock_counts ? 32'h0 : clock_counts + 32'h1;
      default:             clock_counts <= 32'h0;
    endcase
  assign full_clock_counts = (clock_counts == (CLOCKS_PER_BIT - 1));
endmodule
==> flow_summary.yaml <==
# generated from flow reports
final_layout:
  regArea_um2: 920.9
  design_area_mm2: 0.002633
  drive_gt1_share_pct: 7.895
  fill_cells: 742
  instances_no_fill: 365
  final-comb-area_mm2: 0.001329
  areaGrowthSynthToFinish_pct: 11.68
clocking:
  cts_buffers: 5
  cts_hold_buffers: 0
  tritoncts: "done"
  htreeDepth: 2
  postCtsSetupBuffers: 0
  clkLatencyLatePin_ns: 0.30
  cts_resized: 0
  cts_root_buf: "clkbuf_8"
  clkTransAtPathRegs_ns: 0.09
  max-clock-path-buffers: 2
  cts_sinks: 46
floorplan:
  fp_util_pct: 31.82
  core_area_mm2: 0.007408
  die_w_um: 90.64
  row_count: 31
  die-area_mm2: 0.008216
  fp.dieH_um: 90.64
  io_pins: 13
route:
  drc: 0
  wirelength_mm: 4.747
  routed_via_density: 5.375
  vias: 1962
  insertedDiodeCount: 0
  avgRoutedWirePerCell_um: 13.01
  dr.pass1.iters: 4
  drtAntennaViolNets: 0
  dr.first_iter.drc_count: 141
run:
  warning_count: 26
  cap_violations: 0
synth:
  yosys_area_mm2: 0.002357
  synthCells: 260
  ys_warn_count: 1
  netlist-cell-type-count: 43
  post_synth.cell_area_avg_um2: 9.066
  yosys_cells: 260
  seq_area_frac_synth_pct: 39.07
  synth-seq-cells: 46
  synth-edff-count: 0
  synth_area_mm2: 0.002357
  ys_top_cells_by_area: "dfxtp_1 (39%), mux2i_1 (5.9%), nand3_1 (3.8%)"
  synth-async-reset-ratio_pct: 0
  largest_area_cell: "dfxtp_1"
  ff_type: "dfxtp_1"
  top_area_share_pct: 39.07
timing:
  fin_skew_ns: 0.009947
  tightest_slew_ns: 0.7567
  rsz0062_at_grt: "no"
  setup_violations: 0
  tns_ns: 0
  fmax_ghz: 0.3285
  final_max_slew_viol_count: 0
  finalCriticalPeriod_ns: 3.044
  hold_viol: 0
  fin_crit_sh_pct: 47.56
  slew_headroom_pct: 49.31
min_path:
  hp-class: "flop to flop"
status:
  outcome: "finished clean"
critical_path:
  crit_path_cell_trace: "clkdlybuf4s50_1 > inv_1 > o21ai_1 > a221oi_1 > mux2i_1"
  crit_type: "primary input to flop"
  critPathMaxStageDelay_ns: 0.72
  cp_num_buf_inv: 2
  endpoint_kind: "flop"
  worstPathMaxFanout: 17
  worstPathArrival_ns: 3.21
  cp_slowest_cell: "clkdlybuf4s50_1"
  cp.required_ns: 6.57
  start_kind: "primary input"
  cp_top_family: "buffers and inverters"
placed_design:
  dp_hpwl_mm: 3.198
  place_area_mm2: 0.002520
  dpl.cell_count: 358
  io_buffer_count: 12
  gp_congestion: 0.7886
pwr:
  p_leak_nw: 0.8111
  power_density_mw_per_mm2: 204.7
  power_uw: 538.9
  ir_drop_v: 0.0001019
global_routing:
  grt_pass1_wl_mm: 8.086
  grt_overflow: 0
  antenna_found_initial: 0
  grt_pass1_vias: 1805
  grt.total_usage_pct: 11.73
  grt_start_max_net_pins: 28
-- layout make-up --
class,count,share of cell area [%]
Sequential cell,46,34.98
Clock buffer,6,3.137
Inverter,5,0.7129
Clock inverter,1,1.141
Timing Repair Buffer,13,4.848
Tap cell,99,4.705
Multi-Input combinational cell,195,50.48
-- Yosys cell counts (3+ instances only) --
library cell,instances
nand2_1,14
and3_1,4
clkbuf_1,6
nor4_1,10
or4_1,9
or3_1,4
nor2_1,24
inv_1,5
mux2i_1,14
a21oi_1,13
nor3_1,9
dfxtp_1,46
xor2_1,5
nand4_2,3
o31ai_1,9
nand4_1,4
a221oi_1,8
xnor2_1,7
o21ai_0,9
nor3b_1,5
nand3_1,18
and4_1,3
buf_6,4
-- worst paths after layout --
check | from | to | slack [ns] | cells past startpoint
worst min register to register | state[2] | state[1] | 0.48 | 1
worst max-delay path | rst | data[4] | 3.36 | 5
worst min-delay path | state[2] | state[1] | 0.48 | 1
worst max register to register | clock_counts[22] | clock_counts[4] | 4.20 | 4
-- placed cells by master (no fill, tap or decap), types with 3 or more instances in the layout --
master	count
nand2_1	14
nor3_1	9
or3_1	4
and3_1	4
o31ai_1	9
clkdlybuf4s50_1	12
o21ai_0	9
xor2_1	5
mux2i_1	14
a21oi_1	13
nand4_2	3
dfxtp_1	46
nor2_1	24
inv_1	5
nand3_1	18
nor3b_1	5
and4_1	3
clkbuf_8	6
xnor2_1	7
nor4_1	10
or4_1	9
nand4_1	4
a221oi_1	8
-- sequential cells by signal (all words and copies together), names as in the netlist --
register,cells
clock_counts,32
data,10
state,4
-- report_power, final --
group	total, mW	switching (mW)	internal [mW]
sequential	0.294	0.00342	0.290
clock	0.220	0.0954	0.125
combinational	0.0248	0.0125	0.0123
total	0.539	0.111	0.428
-- kinds of logic after synthesis --
logic type | synth area share [%]
AND-OR/OR-AND | 13.22
XOR/XNOR | 4.459
adder cells (fa/ha/maj) | 1.061
buffers and inverters | 4.565
flip-flops | 39.07
multiplexers | 5.945
AND/OR/NAND/NOR | 31.69
-- stage by stage --
step / setup slack, ns / hold slack (ns) / util (%)
final: 3.356 / 0.4808 / 35.53
after floorplan: 4.188 / 0.4138 / -
after detailed placement: 3.077 / 0.4639 / 34.01
after global placement: 3.129 / 0.4494 / 34.01
after global routing: 3.159 / 0.4993 / 35.53
after CTS: 3.398 / 0.4816 / 35.53
-- routing by layer --
layer | track usage (%) | part of all wire, % | up-vias
li1 | - | - | 994
met5 | 0 | 0 | -
met4 | 2.016 | 2.1 | 0
met2 | 18.62 | 45 | 16
met1 | 17.79 | 52 | 944
met3 | 1.197 | 1.5 | 8
Power and IR drop assume default switching activity.
